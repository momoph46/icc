**/design/flow/run.sh**
```bash
#!/bin/bash
# OpenROAD 26Q1-2900-gdf79404cd8, Yosys 0.63+post, stock flow scripts
make -C /OpenROAD-flow-scripts/flow DESIGN_CONFIG=/design/flow/config.mk WORK_HOME=/design/flow/orfs finish
```
**/design/flow/config.mk**
```make
export PLATFORM = sky130hd
export DESIGN_NAME = avg
export DESIGN_NICKNAME = avg
export VERILOG_FILES = /design/flow/design.v
export SDC_FILE = /design/flow/constraint.sdc
export NUM_CORES = 4
export LEC_CHECK = 1
export CORE_UTILIZATION = 50
```
**/design/flow/constraint.sdc**
```tcl
current_design avg

set clk_period 59.7
set clk_io_pct 0.2

create_clock -name clk0 -period $clk_period [get_ports {clk}]

set non_clock_inputs [all_inputs -no_clocks]
set_input_delay [expr $clk_period * $clk_io_pct] -clock clk0 $non_clock_inputs
set_output_delay [expr $clk_period * $clk_io_pct] -clock clk0 [all_outputs]
```
**/design/flow/design.v**
```verilog
module avg #(parameter n=12)
    (din, reset, clk, ready, dout);
input reset, clk;
input [15:0] din;
output reg ready; 
output reg [15:0] dout;
reg [15:0] arr [0:n-1];
reg [19:0] sum, n_mul12;  
reg [15:0] temp;
reg [3:0] i;
always @(posedge clk, posedge reset) begin
    if(reset)begin
        sum <= 20'd0;
        for (i=0;i<n;i=i+1)
            arr[i]<=16'd0;
    end
    else begin
        arr[0]<=arr[1];
        arr[1]<=arr[2];
        arr[2]<=arr[3];
        arr[3]<=arr[4];
        arr[4]<=arr[5];
        arr[5]<=arr[6];
        arr[6]<=arr[7];
        arr[7]<=arr[8];        
        arr[8]<=arr[9];
        arr[9]<=arr[10];
        arr[10]<=arr[11];
        arr[11]<=din;
        sum <= sum - arr[0]+din;
    end
end
reg [19:0] dis,t_dis; 
always @(*) begin
    temp=16'd0;
    t_dis = 20'hfffff;
    for (i=0;i<n;i=i+1)begin
        n_mul12 = (arr[i]<<3)+(arr[i]<<2);
        if (n_mul12 <= sum) dis = sum - n_mul12;
        else dis = n_mul12 - sum; 
        if (dis < t_dis)begin
            t_dis = dis;
            temp = arr[i];
        end
        else if (dis == t_dis) begin
            if(arr[i] <= temp) temp = arr[i];
        end
        else ;
    end
end
always @(posedge clk, posedge reset) begin
    if(reset) dout <= 16'd0;
    else dout<= temp;
end
reg [3:0] c;
always @(posedge clk, posedge reset) begin
    if(reset) c <= 4'd0;
    else if(c != 4'd12) c<=c+1;
end
always @(negedge clk,posedge reset) begin
    if(reset) ready <= 0;
    else if(c == 4'd12) ready<=1;
end
endmodule
```
==> Slide: Implementation Results <==
Flow Results at a Glance

STA
  • Worst-margin pin slew: roughly 970 ps
  • Worst Skew: roughly 37 ps
  • Pins over their slew limit: 0
  • Final Hold Viols: 0
  • # setup viols final: 0
  • RSZ-0062 raised after global routing: false
  • Slew margin rel.: 34.9%
  • Final hold slack: roughly 420 ps
  • Setup TNS: 0 ps

Floorplanning
  • CORE AREA: around 95000 um2
  • Die Y: 312 um
  • Io pins: 35
  • Die Wd: 312 um
  • FP Util: 50.6%
  • Site row count: 113
  • Die area: 97600 um2

Clocking
  • H-Tree Level Count: 1
  • Setup bufs post-CTS: 0
  • Insertion Delay late pin: ~650 ps
  • Num Clock Sinks: ~230
  • Hold_buf cts: 0
  • CTS Buffer Depth: 3
  • Clk slew on worst S/H paths: 50 ps
  • CTS tree: built
  • Clock Tree Root: clkbuf_16
  • Clock buffer count from CTS: 30
  • Resized cells post-CTS: 0

Synth
  • Most used flip-flop cell: dfrtp_1
  • Xor and xnor area share after synthesis: 7.29%
  • And+or+nand+nor area frac: 12.6%
  • Mux share: 5.92%
  • Logic family by area: adder cells
  • Adder share: 28.2%
  • Avg Cell Area, Syn: 7.88 um2
  • Yosys Chip Area: 48200 um2
  • Synth Instances: 6116
  • Mapped Area: 48200 um2
  • Aoi share: about a quarter
  • Sequential fraction of the synthesis area: 12.1%
  • Synth async-reset ratio: 100%
  • Yosys warning total: 2
  • Cell count in the Yosys report: between 6000 and 7000
  • Flip-flops with a built-in enable: 0
  • Distinct cell type count after synthesis: 100
  • Synth Register Bits: 233

Drt
  • Post-route DRC: 0
  • First-pass DRT Iterations: 6
  • ANT nets after route: 0
  • DR WL/cell: roughly 24 um
  • Vias per Instance: between 5 and 6
  • Via count: 43900
  • Initial DRC count: 3402
  • Final wirelength: around 180000 um

Worst hold path
  • Hold path startpoint: ready$_DFFE_NP0N_
  • Hold endpoint: ready$_DFFE_NP0N_
  • Worst hold path type: reg -> reg
  • Hold depth: 1

Critical path
  • CP delay by family, top: buffers and inverters
  • R2R Setup Slk: between 15000 and 20000 ps
  • Worst path cell trace: clkdlybuf4s50_1
  • Critical Path Source Type: flip-flop
  • Critical path required time: 47760 ps
  • Arrival time at the worst endpoint: 31320 ps
  • Critical path buffers and inverters: 1
  • Slowest cell on crit path: clkdlybuf4s50_1
  • Reg-to-reg startpoint: arr[1][2]$_DFF_PP0_
  • Critical path class: reg -> out
  • Worst-path fanout max: 2
  • CP max stage delay: 450 ps
  • Crit. End Element: output pin
  • RR Endpoint: dout[1]$_DFF_PP0_
  • Reg2Reg Depth: 178

Job
  • # Max-Cap Violations: 0
  • Stage-log warning count: 239

Status
  • Status: complete, no violations

Global route
  • Overall Global Routing Usage: 36.8%
  • Largest net degree at the start of global routing: around 58
  • First-pass GRT wire length: ~260000 um
  • Vias in the first global route: just over 40000
  • Initial antenna violation count: 2
  • Remaining Overflow, GRT: 0

Layout
  • Post-route cell area: between 50000 and 60000 um2
  • Dominant logic cell type in the layout: ha_1
  • # fillers: just under 9000
  • Final Core Density: 53.9%
  • Share of layout cells above drive strength 1: 5.60%
  • Most frequent logic cells in the routed design: 1016 x ha_1, 714 x inv_1, 670 x a21oi_1, 345 x o21ai_0, 337 x nand2_1
  • Area Overhead vs Synth: 6.50%

Placement
  • Placer Congestion: ~1.0
  • Dpl cell area: 50200 um2
  • Port Buffers: 34
  • HPWL after detailed placement: between 100000 and 150000 um
## flip-flops by register name, indices dropped and copies added (netlist names)
register	count
ready	1
arr	192
sum	20
dout	16
c	4
## logic make-up after synthesis
| group | after synthesis |
|---|---|
| AND-OR/OR-AND | 2004 |
| XOR/XNOR | 401 |
| adder cells (fa/ha/maj) | 1061 |
| buffers and inverters | 915 |
| flip-flops | 233 |
| multiplexers | 258 |
| AND/OR/NAND/NOR | 1244 |
## how the worst max path moves through the flow
stage / startpoint / endpoint / slack [ps] / depth (start not counted)
final: ready$_DFFE_NP0N_ / ready / 16440 / 1
after global routing: arr[1][2]$_DFF_PP0_ / dout[1]$_DFF_PP0_ / 14590 / 204
after CTS: ready$_DFFE_NP0N_ / ready / 16420 / 1
## area by class of cell
type	count	area, um2	area share [%]
Inverter	719	2710	5.27
Clock inverter	16	279	0.544
Antenna cell	3	7.51	0.0146
Clock buffer	40	858	1.67
Timing Repair Buffer	131	1070	2.08
Tap cell	1265	1580	3.08
Multi-Input combinational cell	4968	39000	76.0
Sequential cell	233	5830	11.4
## stage by stage
step | cells | worst slack, ps
finish | 7375 | 16440
global route | 7372 | 14590
CTS | 7372 | 16420
detailed placement | 7316 | 17070
global placement | 7316 | 17070
floorplan | 6116 | 11730
## Yosys cell counts (all sizes together) (13+ instances only)
library cell | count | area (um2)
nand3 | 76 | 380
ha | 1017 | 12700
o22a | 20 | 175
mux2 | 108 | 1220
o211ai | 16 | 125
o21a | 65 | 488
o21bai | 224 | 1680
o221ai | 18 | 158
a21oi | 675 | 3390
a221oi | 29 | 254
xor2 | 112 | 981
clkbuf | 161 | 604
nand2 | 337 | 1260
o22ai | 34 | 213
buf | 35 | 180
and2 | 18 | 115
o31ai | 17 | 141
nor2 | 324 | 1220
inv | 716 | 2690
nor4 | 25 | 156
o21ai | 352 | 1770
nor2b | 118 | 738
nor3 | 40 | 200
dfrtp | 232 | 5810
a21o | 314 | 2360
or2 | 14 | 87.6
and4 | 19 | 169
or3 | 13 | 81.3
a211oi | 40 | 365
a31oi | 48 | 300
nand2b | 89 | 557
o311ai | 15 | 149
nand4 | 116 | 726
fa | 41 | 821
a21boi | 22 | 165
mux2i | 149 | 1600
xnor2 | 289 | 2530
and3 | 33 | 211
## layer usage
layer	vias to the layer above	share of wire (%)	GRT usage, %
met4	2	5.3	15.4
li1	21800	-	-
met5	-	0.0074	0
met1	20400	44	51.7
met2	1368	43	56.5
met3	316	6.8	6.20
