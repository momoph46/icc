==> design.v <==
module mac (instruction, multiplier, multiplicand, stall, clk, reset_n, result, protect);
input signed [15:0] multiplier;
input signed [15:0] multiplicand; 
input  clk;
input  reset_n;
input  stall;
input  [2:0] instruction;
output [31:0] result;
output [7:0] protect;
reg signed [31:0] mul_stage2;
reg signed [15:0] mul8_temp1,mul8_temp2;
reg [2:0] instr_stage2;
reg signed [31:0] result_stage2;
reg signed [7:0] protect_stage2;
reg signed [15:0] mulp_t,mulc_t;
reg [2:0] instr;
always @(posedge clk, negedge reset_n) begin
   if(~reset_n) begin
      mulp_t <= 16'd0;
      mulc_t <= 16'd0;
      instr <= 3'd0;
   end
   else if(!stall) begin
      mulp_t <= multiplier;
      mulc_t <= multiplicand;
      instr <= instruction;
   end
end
always @(posedge clk, negedge reset_n) begin
    if(~reset_n) begin
      mul_stage2 <= 32'd0;
      mul8_temp1 <= 20'd0;
      mul8_temp2 <= 20'd0;
    end
    else if((instr==3'b001 || instr==3'b010) && !stall ) mul_stage2 <= mulc_t * mulp_t;
    else if((instr==3'b101 || instr==3'b110) && !stall) begin
      mul8_temp1 <= $signed(mulc_t[7:0]) * $signed(mulp_t[7:0]);
      mul8_temp2 <= $signed(mulc_t[15:8]) * $signed(mulp_t[15:8]);
    end 
end
always @(posedge clk,negedge reset_n)  
begin
  if(~reset_n)instr_stage2 <= 3'd0;
  else if(~stall) instr_stage2 <= instr;
end
assign result = result_stage2;
assign protect = protect_stage2;
always @(posedge clk,negedge reset_n) begin
   if(~reset_n) {protect_stage2,result_stage2}<=40'd0;
   else if (!stall) begin
        case(instr_stage2)
                3'b000:{protect_stage2,result_stage2}<=40'd0;
                3'b001:{protect_stage2,result_stage2}<=mul_stage2;
                3'b010:{protect_stage2,result_stage2}<=$signed({protect_stage2,result_stage2})+mul_stage2;
                3'b011:begin
                  if($signed({protect_stage2,result_stage2}) > $signed(40'h007fffffff)) {result_stage2}<=32'h7fffffff;
                  else if($signed({protect_stage2,result_stage2}) < $signed(40'hff80000000)) {result_stage2}<=32'h80000000;
                end
                3'b100:{protect_stage2,result_stage2}<=40'd0;
                3'b101:begin
                {protect_stage2[3:0],result_stage2[15:0]} <= mul8_temp1;
                {protect_stage2[7:4],result_stage2[31:16]} <= mul8_temp2;
                end
                3'b110: begin
                {protect_stage2[3:0],result_stage2[15:0]} <= $signed({protect_stage2[3:0],result_stage2[15:0]})+ mul8_temp1;
                {protect_stage2[7:4],result_stage2[31:16]} <= $signed ({protect_stage2[7:4],result_stage2[31:16]}) + mul8_temp2;
                end
                3'b111: begin
                  if($signed({protect_stage2[3:0],result_stage2[15:0]}) > $signed(20'h07fff)) {result_stage2[15:0]}<=16'h7fff;
                  else if($signed({protect_stage2[3:0],result_stage2[15:0]}) < $signed(20'hf8000)) {result_stage2[15:0]}<=16'h8000;
                  if($signed({protect_stage2[7:4],result_stage2[31:16]}) > $signed(20'h07fff)) {result_stage2[31:16]}<=16'h7fff;
                  else if($signed({protect_stage2[7:4],result_stage2[31:16]}) < $signed(20'hf8000)) {result_stage2[31:16]}<=16'h8000;
                end
        endcase
   end
end
endmodule
==> run.sh <==
#!/bin/bash
# OpenROAD 26Q1-2900-gdf79404cd8, Yosys 0.63+post, stock flow scripts
make -C /OpenROAD-flow-scripts/flow DESIGN_CONFIG=/design/flow/config.mk WORK_HOME=/design/flow/orfs finish
==> config.mk <==
export PLATFORM = sky130hd
export DESIGN_NAME = mac
export DESIGN_NICKNAME = mac
export VERILOG_FILES = /design/flow/design.v
export SDC_FILE = /design/flow/constraint.sdc
export NUM_CORES = 4
export LEC_CHECK = 1
export CORE_UTILIZATION = 30
==> constraint.sdc <==
current_design mac

set clk_period 13.8
set clk_io_pct 0.2

create_clock -name clk0 -period $clk_period [get_ports {clk}]

set non_clock_inputs [all_inputs -no_clocks]
set_input_delay [expr $clk_period * $clk_io_pct] -clock clk0 $non_clock_inputs
set_output_delay [expr $clk_period * $clk_io_pct] -clock clk0 [all_outputs]
==> qor.yml <==
outcome: "complete, no violations"
top_cell_area_share_pct: 30.05
slew_headroom_pct: 49.47
die-area_mm2: 0.07952
post_cts_buffers: 0
rows: 102
cp_top_family: "adder cells"
hold_viol: 0
pre_cts_ws_ps: 6877
cts_buffers: 17
clkTransAtPathRegs_ps: 70
cts.repair.resized: 0
drv_slew: 0
fin_ws_ps: 6888
yosysTopAreaCell: "fa_1"
ff_type: "dfrtp_1"
endpoint_kind: "flip-flop"
setup_viol: 0
ys_seq_share_pct: 15.11
dpl.hpwl_mm: 48.79
synthesis.area_mm2: 0.02352
die_h_um: 282.0
common_cells: "inv_1, fa_1, nand2_1, ha_1, o21ai_0"
finalCritPeriodShare_pct: 50.09
startpoint_type: "flip-flop"
remaining_drc_errors: 0
first_global_vias: 17807
crit_path_max_incr_delay_ps: 540
synth_dominant_cell_count: "inv_1"
cts.sinks: 142
regArea_mm2: 0.003553
routed_wl_mm: 59.73
cpMostUsedCell: "fa_1"
crit_fanout: 14
cts_tree: "yes"
tightest_slew_ps: 757.9
yosys_area_mm2: 0.02352
syn_inst: 2619
fp_util_pct: 30.36
edf_count: 0
areaGrowthSynthToFinish_pct: 10.85
postLayoutCoreUtil_pct: 33.65
drive_gt1_share_pct: 5.036
crit_path_top_delay_cell: "fa_1"
crit_buf_inv: 3
grt_max_degree: 66
max-cap-violations: 0
topCellsByArea: "fa_1, dfrtp_1, ha_1"
core-area_mm2: 0.07747
antenna_found_initial: 1
root_buffer: "clkbuf_16"
post-route-min-period_ps: 6913
vias: 17345
drt_iter0_drc: 959
path_cells: "inv_1 -> nor2_1 -> fa_1 -> fa_1 -> fa_1 -> fa_1 -> fa_1 -> inv_1 -> fa_1 -> inv_1 -> ha_1 -> a21o_1 -> a21o_1 -> a21o_1 -> a21o_1 -> a21o_1 -> o211ai_1 -> a21oi_1 -> or3_1 -> o21ai_0 -> xor2_1 -> o21ai_0"
wl_per_cell_um: 16.14
fp.dieW_um: 282.0
overflow: 0
tool_warnings: 25
multiInputGateArea_mm2: 0.01772
rsz0062_at_grt: "false"
syn_avg_cell_area_um2: 8.980
vias_per_cell: 4.687
h-tree-depth: 4
worstPathArrival_ps: 7240
firstDrtPassIters: 5
hold_path_class: "flip-flop to flip-flop"
fmax_mhz: 144.7
ys_seq_elements: 142
port_buffers: 77
synthDistinctLibCells: 74
grt.total_usage_pct: 16.33
final.setup.tns_ps: 0
timing_worst_setup_path_type: "flip-flop to flip-flop"
nFillCells: 7954
async_flop_share_pct: 100.0
clk_latency_ps: 490
grt_pass1_wl_mm: 97.43
fin_skew_ps: 15.73
cts_buffer_depth: 2
antenna-diode-count: 0
yosysWarningCount: 1
place.gp.congestion: 0.9277
cts_hold_buf: 0
finalHoldWorstSlack_ps: 527.4
critPathRequiredTime_ps: 14130
ys_cells: 2619
ios: 78
detail-route-antenna-nets: 0
[cell usage in the layout, fill, tap and decap left out, types with 17 or more instances in the layout]
cell type	n
nand2b_1	22
a221oi_1	26
mux2_2	53
and2_1	149
o21ai_0	167
xnor2_1	69
nand3_1	21
a21o_1	51
clkdlybuf4s50_1	75
xor2_1	57
nand2_1	246
buf_4	20
a21oi_1	108
clkbuf_16	17
nor2_1	101
dfrtp_1	142
inv_1	515
nor3_1	21
nor2b_1	22
fa_1	353
ha_1	215
[worst reg2reg max path, delay by kind of cell (launching register included)]
family                   cells  cell delay (ps)
AND-OR/OR-AND                9             1610
XOR/XNOR                     1              150
adder cells (fa/ha/maj)      7             3500
buffers and inverters        3              550
flip-flops                   1              430
AND/OR/NAND/NOR              2              520
[logic make-up after synthesis]
logic type               Yosys count  share of synthesized area [%]
XOR/XNOR                         126                          4.692
buffers and inverters            602                          9.608
flip-flops                       142                          15.11
multiplexers                      61                          2.878
AND/OR/NAND/NOR                  641                          13.28
adder cells (fa/ha/maj)          568                          41.49
AND-OR/OR-AND                    479                          12.94
[sequential cells by signal, indices dropped and copies added, names as in the netlist]
signal / cells
instr: 3
instr_stage2: 3
mul8_temp1: 16
mul8_temp2: 16
mul_stage2: 32
mulc_t: 16
mulp_t: 16
protect_stage2: 8
result_stage2: 32
[stage by stage]
| step | area [um2] | cells |
|---|---|---|
| floorplan | 23520 | 2619 |
| CTS | 26070 | 3701 |
| global route | 26070 | 3701 |
| global placement | 25430 | 3669 |
| finish | 26070 | 3701 |
| detailed placement | 25430 | 3669 |
[metal layers]
layer | vias to the layer above | routed length, um | global-route usage (%)
li1 | 8472 | - | -
met1 | 8400 | 28610 | 25.22
met2 | 435 | 25440 | 23.42
met3 | 36 | 5077 | 5.723
met4 | 2 | 547 | 1.352
met5 | - | 51 | 0.4884
[area by class of cell]
type,count,area share (%)
well taps,1040,4.992
flip-flops and latches,142,13.63
clock inverters,15,0.8255
repair buffers,97,3.518
inverters,515,7.415
multi-input cells,1875,67.99
clock buffers,17,1.632
[final timing paths]
| path | start | endpoint | slack, ps | cells after the start |
|---|---|---|---|---|
| min in group asynchronous | reset_n | protect_stage2[7] | 2300 | 1 |
| hold / removal | mul8_temp2[6] | mul8_temp2[6] | 530 | 2 |
| setup / recovery | mulp_t[15] | mul_stage2[29] | 6890 | 22 |
| hold reg to reg | mul8_temp2[6] | mul8_temp2[6] | 530 | 2 |
| max in group asynchronous | reset_n | mulc_t[7] | 9880 | 3 |
| setup reg to reg | mulp_t[15] | mul_stage2[29] | 6890 | 22 |
