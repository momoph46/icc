`flow/run.sh`:
```
#!/bin/bash
# OpenROAD 26Q1-2900-gdf79404cd8, Yosys 0.63+post, stock flow scripts
make -C /OpenROAD-flow-scripts/flow DESIGN_CONFIG=/design/flow/config.mk WORK_HOME=/design/flow/orfs finish
```
`flow/config.mk`:
```
export PLATFORM = sky130hd
export DESIGN_NAME = SME
export DESIGN_NICKNAME = SME
export VERILOG_FILES = /design/flow/design.v
export SDC_FILE = /design/flow/constraint.sdc
export NUM_CORES = 4
export LEC_CHECK = 1
export CORE_UTILIZATION = 40
```
`flow/constraint.sdc`:
```
current_design SME

set clk_period 13.2
set clk_io_pct 0.2

create_clock -name clk0 -period $clk_period [get_ports {clk}]

set non_clock_inputs [all_inputs -no_clocks]
set_input_delay [expr $clk_period * $clk_io_pct] -clock clk0 $non_clock_inputs
set_output_delay [expr $clk_period * $clk_io_pct] -clock clk0 [all_outputs]
```
`flow/design.v`:
```
module SME(clk,reset,chardata,isstring,ispattern,valid,match,match_index);
input clk;
input reset;
input [7:0] chardata;
input isstring;
input ispattern;
output match;
output [4:0] match_index;
output valid;
reg match;
reg [4:0] match_index,mat_idx2;
reg [3:0] state, next_state;
reg [7:0] str_temp [33:0];  
reg [7:0] pat_temp [7:0];   
parameter idle = 4'd0;
parameter get_str = 4'd1;
parameter get_pat = 4'd2;
parameter waiting = 4'd3;
parameter process = 4'd4;
parameter finding = 4'd5;
parameter finish = 4'd15;
reg [5:0] str_len, counter;
reg [3:0] pat_len,pat_idx,m_reg,m_reg2;
reg head;
reg [5:0] i;
wire find_match, find_star;
reg star_mode;
wire [7:0] str_cell,pat_cell;
always @(posedge clk, posedge reset) begin
    if(reset) state <= idle;
    else state <= next_state; 
end
always @(*) begin
    case(state)
        idle: begin 
             if(isstring) next_state = get_str; 
             else if (ispattern) next_state = get_pat;
             else next_state = idle ;
        end
        get_str: begin 
            if(ispattern) next_state = get_pat;
            else next_state = get_str;
        end
        get_pat: begin 
            if(!ispattern) next_state = waiting;
            else next_state = get_pat;
        end
        waiting: begin
           next_state = finding;
        end
        finding: begin
          if (find_match)next_state = process;
          else if (counter == (str_len+6'd1)) next_state = finish;
          else next_state = finding;
        end
        process: begin
            if(pat_idx==pat_len | counter == (str_len+6'd1)) next_state=finish;
            else if (find_match) next_state = process;
            else next_state = finding; 
        end
        finish: begin
             if(isstring) next_state = get_str; 
             else if (ispattern) next_state = get_pat;
             else next_state = idle ;
        end
        default:next_state = idle;
    endcase
end
assign str_cell = str_temp[counter];
assign pat_cell = pat_temp[pat_idx];
assign find_match = ((pat_cell==str_cell) | (pat_cell==8'h2E))? 1 : 0;
assign find_star = (pat_cell == 8'h2A);
always @(posedge clk, posedge reset) begin
    if (reset) m_reg <= 3'd0;
    else if (find_match & (next_state==process) ) m_reg <= m_reg + 3'd1;
    else if (find_star) m_reg <= m_reg + 3'd1;
    else if (star_mode) m_reg <= m_reg2;
    else m_reg <= 3'd0;
end
always @(posedge clk, posedge reset) begin
    if (reset) m_reg2 <= 3'd0;
    else if (find_star) m_reg2 <= m_reg + 3'd1;
    else if (state == finish) m_reg2 <= 3'd0; 
end
always @(posedge clk, posedge reset) begin
    if (reset) star_mode <= 0;
    else if (find_star) star_mode <= 1;
    else if (next_state == finish) star_mode <= 0;
end
always @(posedge clk, posedge reset) begin
    if (reset) match_index <= 5'd0;
    else if (state == finding & find_match & counter != 6'd0 & !star_mode) begin
        match_index <= (head)? counter : counter - 5'd1;
    end
    else if (state == get_pat) match_index <= 5'd0;
end
always @(posedge clk, posedge reset) begin
    if (reset) mat_idx2 <= 5'd0;
    else if (star_mode & state == finding & find_match)mat_idx2 <= counter;
    else if (state == get_pat) mat_idx2 <= 5'd0;
end
always @(posedge clk, posedge reset) begin
    if(reset) counter <= 6'd0;
    else if (state == finish | state == waiting) counter <= 6'd0;
    else if (find_star) counter <= counter; 
    else if (state == process & next_state == finding) begin
        if (star_mode) counter <= mat_idx2+6'd2;
        else counter <= match_index+6'd2;
    end
    else if (next_state == finding | next_state == process ) counter <= counter + 6'd1;
end
always @(posedge clk, posedge reset) begin
    if (reset) pat_idx <= 3'd0;
    else if (next_state == process) pat_idx <= pat_idx + 3'd1;
    else if (find_star)pat_idx <= pat_idx + 3'd1;
    else if (star_mode) pat_idx <= m_reg2 ; 
    else if (  next_state == finish | !find_match) pat_idx <= 3'd0;
end
always @(posedge clk, posedge reset) begin
    if(reset)begin
      for (i=3'd0;i<=3'd7;i=i+1)
            pat_temp[i]<=8'd0;
    end
    else if (next_state == get_pat)begin  
       if(chardata==8'h5E | chardata==8'h24) pat_temp[pat_len] <= 8'd32; 
       else pat_temp[pat_len] <= chardata;
    end
end
always @(posedge clk, posedge reset) begin
    if (reset) head <= 0;
    else if (chardata == 8'h5E) head <= 1;
    else if (state == finish) head <= 0;
end
always @(posedge clk, posedge reset) begin
    if(reset) begin
        for (i=6'd0;i<=6'd33;i = i+1)
            str_temp[i]<=8'd0;  
    end
    else if (state == finish & next_state == get_str) str_temp[1] <= chardata;
    else if (next_state == get_str) begin 
        str_temp[str_len] <= chardata;
    end
    else if (state == waiting)begin
        str_temp[str_len] <= 8'd32;
        str_temp[0] <= 8'd32;
    end
end
always @(posedge clk, posedge reset) begin
    if(reset) str_len <= 5'd1;
    else if (state == finish & next_state == get_str)str_len <= 5'd2;
    else if (next_state == get_str) str_len <= str_len + 5'd1;
end
always @(posedge clk, posedge reset) begin
    if(reset) pat_len <= 4'd0;
    else if (next_state == get_pat) pat_len <= pat_len + 4'd1; 
    else if (next_state == finish)  pat_len <= 4'b0;
end
always @(posedge clk, posedge reset) begin
    if (reset) match <= 1'b0;
    else if (pat_len != 4'd0 & pat_len == m_reg) match <= 1'b1;
    else match <= 1'b0;
end
assign valid = (state==finish)? 1 : 0;
endmodule
```
==> impl_metrics.ini <==
; yosys + openroad results
[cells_and_area]
largest-register = str_temp
finalCoreUtilization_pct = 45.4
post_route_cells_drive_above_1_share_pct = 11.9
max_ffs_per_register = 272
synthToLayoutAreaGrowth_pct = 11.7
reg_top3 = str_temp (272), pat_temp (64), state (7)

[floorplan]
ios = 19
floorplan.die.width_um = 225
fp.coreArea_um2 = 49100
floorplan.core_util_pct = 40.7
die.size.y_um = 225
core.rowCount = 81
chip_area_um2 = 50800

[clock_network]
cts-root-to-sink-buffers = 3
clk_pin_slew_ps = 60
clock-sinks = 384
count_of_h_tree_levels_built_during_cts = 2
cts.root.buffer_cell = clkbuf_16
number_of_buffers_created_by_cts = 43
holdBufCountCts = 0
postCtsResizedCells = 0
tritoncts = built
cts.repair_timing.setup_buffer_count = 0
worst_skew_pair.late_latency_ps = 580

[sta]
fin_setup_tns_ps = 0
finalClockPeriodUsage_pct = 47.4
report.final.slew_viol_count = 0
final_hold_slack_ps = 509
slew-limit-headroom_pct = 33.6
worst_slew_pin_slew_ps = 993
worst_clock_skew_ps = 22.4
max_freq_mhz = 160
setup_viol_count_final = 0
fin_ws_ps = 6940
period_minus_slack_ps = 6260
final-hold-violation-count = 0
unrepaired_setup_endpoints_after_global_routing = false

[placed_design]
placement.setup.worst_slack_ps = 7040
place.detailed.hpwl_um = 51700
last_weighted_congestion_value_of_the_routability_driven_placer = 1.05
io_buffer_count = 18

[grt]
number_of_antenna_violations_at_the_first_check_in_global_routing = 1
first_pass_grt_wire_length_um = 113000
grt_remaining_overflow = 0
grt_pass1_vias = 16600
groute.usage.overall_pct = 31.9
pin_count_of_the_biggest_net_entering_global_routing = 127

[flow_run]
stage_log_warning_count = 42
drv.max_cap_violation_count = 0

[worst_hold_path]
worst_hold_path_cells = 1
timing.hold.worst.class = flip-flop to flip-flop
hold_path_startpoint = pat_temp[4][4]$_DFFE_PP0P_
min_delay_worst_endpoint = pat_temp[4][4]$_DFFE_PP0P_

[setup_path]
worst_setup_path_end_kind = flip-flop
critical-path-slowest-cell = dfrtp_2
critical_path.most_common_cell = buf_4
rr_startpoint = counter[2]$_DFFE_PP0P_
cp-start-kind = flip-flop
timing.critical_path.required_ps = 13660
crit_start = counter[2]$_DFFE_PP0P_
crit_arrival_ps = 6710
timing.critical_path.cells = buf_4 > nor2_2 > buf_4 > and4_1 > a2111oi_0 > nand4_1 > or4_1 > mux2i_1 > xor2_1 > nand4_2 > o21ba_1 > a21o_1 > buf_4 > nor3_4 > mux2_4
cp_max_fo = 38
r2r_cells = 15
crit_reg_reg_endpoint = pat_temp[6][1]$_DFFE_PP0P_
register_to_register_setup_slack_ps = 6940
worst-setup-path-type = flip-flop to flip-flop
cp_slowest_stage_delay_ps = 840

[drt]
antenna-diode-count = 0
drc = 0
routed_via_density = 6.38
route.detailed.wl_per_inst_um = 28.5
dr.pass1.iters = 7
via_count = 17200
wirelength_um = 76800
route.antenna.remaining_nets = 0
initial_drc_count = 1783

[yosys]
ys_cells = 2020
yosys.cell_types.count = 78
synthDominantCellAreaShare_pct = 47.9
synth-edff-count = 0
ys_seq_share_pct = 48.2
synthCells = 2020
synthTopCellsByCount = dfrtp_1, nand2_1, o22ai_1
async_reset_ff_share_pct = 100
yosysMostFrequentCell = dfrtp_1
netlist_top_cells_area = dfrtp_1, o22ai_1, nand2_1, mux2_4, mux2i_1
flop_cell = dfrtp_1
yosys-stat-area_um2 = 20000
netlist.top_cell.by_area = dfrtp_1
synth.yosys.warnings = 3
synth_flops = 384
synth.cell_area_um2 = 20000
mean_syn_cell_area_um2 = 9.88

[pwr]
leakage_dissipation_nw = 9.88
finalPower_mw = 5.67
power.ir.vdd_worst_mv = 0.189
power.density_nw_per_um2 = 254

[status]
outcome = completed
-- worst max-delay path: cells and delay by family, from the launching register on --
| family | cells | cell delay [ps] |
|---|---|---|
| and+or+nand+nor | 6 | 2020 |
| AOI/OAI and AO/OA | 3 | 1290 |
| buffers and inverters | 3 | 1100 |
| DFF | 1 | 840 |
| muxes | 2 | 570 |
| xor gates and xnor gates | 1 | 250 |
-- placed cells by master, fill, tap and decap left out, types with 20 or more instances in the layout --
cell type and count:
dfrtp_1 378, nand2_1 336, o22ai_1 228, nor2_1 73, nand3_1 71, mux2i_1 59
nand2b_1 57, buf_4 57, mux2_4 48, clkbuf_16 45, nand4_1 37, and2_1 35
o21ai_0 34, a32oi_1 32, a2bb2oi_1 32, mux2_2 31, a21oi_1 31, inv_1 30
a22oi_1 29, a31oi_1 25, nor3_1 22, ha_1 22, a22o_1 20
-- kinds of logic after synthesis --
family / share of synthesized area [%]
xor gates and xnor gates: 1.36
buffers and inverters: 3.68
muxes: 8.49
DFF: 48.2
and+or+nand+nor: 19.1
adders and majority gates: 1.44
AOI/OAI and AO/OA: 17.8
-- stage by stage --
| step | std cells | instance area [µm²] |
|---|---|---|
| 5_1_grt | 2692 | 22300 |
| 4_1_cts | 2692 | 22300 |
| 2_1_floorplan | 2020 | 20000 |
| 3_5_place_dp | 2614 | 20800 |
| 3_3_place_gp | 2614 | 20800 |
| 6_report | 2692 | 22300 |
-- power by group --
part	switching, mW	total, mW	internal (mW)
logic	1.63	2.43	0.805
clock network	0.498	1.24	0.743
registers	0.406	2.00	1.59
total	2.53	5.67	3.14
-- area by class of cell --
class / count / area, µm²
well taps: 664 / 831
repair buffers: 76 / 628
inverters: 31 / 120
flip-flops and latches: 384 / 9620
fillers: 4525 / 26800
multi-input cells: 1459 / 9640
clock inverters: 12 / 138
clock buffers: 66 / 1320
-- layer usage --
layer | wire (µm) | global-route usage (%) | up-vias | share of wire (%)
met2 | 34100 | 47.1 | 894 | 44
met4 | 4110 | 13.2 | 0 | 5.3
li1 | - | - | 7471 | -
met3 | 7070 | 8.13 | 224 | 9.2
met1 | 31500 | 46.0 | 8574 | 41
met5 | 0 | 0 | - | 0
-- how the worst max path moves through the flow --
stage | to | slack, ps | cells after the start
6_report | pat_temp[6][1]$_DFFE_PP0P_ | 6940 | 15
5_1_grt | str_temp[13][6]$_DFFE_PP0P_ | 6840 | 16
4_1_cts | pat_temp[5][3]$_DFFE_PP0P_ | 7010 | 15
Power and IR drop assume default switching activity.
